`./run.sh`:
```
#!/bin/bash
# OpenROAD 26Q1-2900-gdf79404cd8, Yosys 0.63+post, stock flow scripts
make -C /OpenROAD-flow-scripts/flow DESIGN_CONFIG=/design/flow/config.mk WORK_HOME=/design/flow/orfs finish
```
`./config.mk`:
```
export PLATFORM = sky130hd
export DESIGN_NAME = counter
export DESIGN_NICKNAME = counter
export VERILOG_FILES = /design/flow/design.v
export SDC_FILE = /design/flow/constraint.sdc
export NUM_CORES = 4
export LEC_CHECK = 1
export CORE_AREA = 10 10 70 70
export DIE_AREA = 0 0 80 80
```
`./constraint.sdc`:
```
current_design counter

set clk_period 1.5
set clk_io_pct 0.2

create_clock -name clk0 -period $clk_period [get_ports {clk}]

set non_clock_inputs [all_inputs -no_clocks]
set_input_delay [expr $clk_period * $clk_io_pct] -clock clk0 $non_clock_inputs
set_output_delay [expr $clk_period * $clk_io_pct] -clock clk0 [all_outputs]
```
`./design.v`:
```
`timescale 1ns / 1ps
module counter#(parameter x=4,n=9) (input clk, reset, en, output reg [x-1:0] count);
    always@ (posedge clk, posedge reset) begin
        if(reset==1)
            count <= 0;
        else
            if(en==1)
                if(count==n-1)
                    count<=0;
                else
                    count <= count+1;
            else
                count <= count;
    end
endmodule
```
==> results.toml <==
# flow metrics
[outcome]
status = "complete, no violations"

[drt]
ant_nets = 0
antennaDiodeCount = 0
drc = 0
wl_per_cell_um = 6.84
via_per_inst = 2.56
drt_iter0_drc = 10
first_pass_iters = 2
routed_wl_um = 547
vias = 205

[worst_setup_path]
r2r_start = "count[0]"
r2r_slack_ps = 390
cp_slowest_cell = "clkdlybuf4s50_1"
cp-startpoint = "count[0]"
startpoint_type = "flop"
reg2reg_depth = 5
crit_chain = "clkdlybuf4s50_1"
endpoint = "count[0]"
r2r-end = "count[0]"
endpoint_kind = "primary output"
path_delay_family = "buffers and inverters"
cp.buffers_inverters = 1
worst-endpoint-arrival_ps = 1140
critPathRequiredTime_ps = 1200
max_stage_delay_ps = 510
path_max_fanout = 5
critPathKind = "flop to primary output"
crit_cells = 1

[clock_tree]
insertion_delay_ps = 230
cts_root_buf = "clkbuf_4"
numClockSinks = 4
clock_path_buffers = 2
htreeDepth = 1
numCtsBuffers = 3
cts.clk_slew.worst_paths_ps = 40
cts_tree = "built"
cts_hold_repair.buffers = 0

[floorplan]
core-area_sq_um = 3420
die_h_um = 80
die_area_sq_um = 6400
fp_util = 0.0634
num_rows = 21
die_width_um = 80
ios = 7

[synthesis]
topCellsByArea = "dfrtp_1 (46%), ha_1 (12%), nand2_1 (10%), o21ai_0 (9.2%), inv_1 (5.2%)"
synth_top_area_share = 0.462
yosys_warnings = 1
yosysUniqueCellTypes = 10
ys_chip_area_sq_um = 216
yosysCellCount = 24
syn_inst = 24
synth.avg_cell_area_sq_um = 9.02
yosysTopAreaCell = "dfrtp_1"
syn_area_sq_um = 216
yosysSeqAreaShare = 0.462
ys_ff = 4

[power]
power_density_nw_per_um2 = 1730
power_mw = 0.630
max-vdd-ir-drop_mv = 0.721
cellLeakagePower_nw = 0.155

[timing]
max_freq_mhz = 696
setup_slack_ps = 62.2
min_period_ps = 1440
tightest_slew_ps = 237
period_used_share = 0.959
fin_hold_ws_ps = 250
fin_setup_tns_ps = 0
relSlewSlack = 0.842
setup_violations = 0
slew_viol_final = 0
grt_setup_unrepaired = "no"
finalHoldViolCount = 0
skew_ps = 2.73

[final_layout]
reg_top3 = "count (4)"
final_core_util = 0.107
largest_register = "count"
final_cell_count_no_fill = 80
fin_area_sq_um = 365
drive_above_1_share = 0.147
area_growth_pct = 68.8
largest_reg_flops = 4
final_cell_mix = "nand2_1 (6), clkdlybuf4s50_1 (6), o21ai_0 (4)"

[flow_run]
warnings = 26
drv_cap = 0

[global_route]
grt_max_degree = 8
grt_first_pass_wirelength_um = 931
gr-usage-all-layers = 0.0188
grt_overflow = 0
grt_pass1_vias = 197
antenna_found_initial = 0

[placed_design]
io_buffers = 6
dp_slack_ps = 121
post-dp-hpwl_um = 447
place_inst = 76
placed_cell_area_sq_um = 334
gp_congestion = 0.676

[min_path]
hp-class = "input pin to async pin"
-- worst min-delay path by stage --
stage / depth (start not counted) / end / slack (ps) / from
global route: 2 / count[3] / 270 / reset
finish: 2 / count[3] / 250 / reset
CTS: 2 / count[3] / 250 / reset
-- cell type report --
cell class              count  area, sq um
fillers                   406         3050
multi-input cells          17          105
clock buffers               3         22.5
flip-flops and latches      4          101
repair buffers              7         67.6
well taps                  46         57.6
inverters                   3         11.3
-- repair_timing --
action                                  4_1_cts  5_1_grt
gates resized                                 0        1
endpoints found under the setup margin        0        2
setup buffers                                 0        1
-- logic make-up after synthesis --
logic type / count (synthesis) / synth area share
buffers and inverters: 3 / 0.0520
adders and majority gates: 2 / 0.116
DFF: 4 / 0.462
muxes: 1 / 0.0462
AOI/OAI and AO/OA: 6 / 0.150
and+or+nand+nor: 8 / 0.173
-- per-layer routing --
layer  vias up  global-route usage  share of wire
li1        102                   -              -
met1        93              0.0287           0.61
met2        10              0.0185           0.27
met3         0              0.0148           0.12
met4         0             0.00352              0
met5         -                   0              0
-- synth_stat cells (all sizes together) --
| cell | instances |
|---|---|
| inv | 3 |
| a21boi | 1 |
| and4b | 1 |
| o21ai | 5 |
| dfrtp | 4 |
| mux2i | 1 |
| nand2 | 6 |
| nand3 | 1 |
| ha | 2 |
-- power by group --
group / total (mW) / leakage (nW) / internal [mW] / switching (mW)
registers: 0.226 / 0.0478 / 0.164 / 0.0620
clock network: 0.132 / 0.0138 / 0.0894 / 0.0427
logic: 0.272 / 0.0930 / 0.166 / 0.106
total: 0.630 / 0.155 / 0.420 / 0.210
Power and IR drop assume default switching activity.
