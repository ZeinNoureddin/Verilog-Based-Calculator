==> design/flow/design.v <==
`timescale 1ns / 1ps
module sevSegDisplay(input [1:0] a, input [3:0] x, input isNeg, input [2:0] sel, output reg [0:7] seg, output reg [3:0] ano);
    always@(*) begin
        if (isNeg && (a==1 || a==0) )begin
            if(a == 1 && sel != 0) begin
                seg = 8'b11111101;
                ano = 4'b1011;
            end
            if(a == 1 && sel == 0) begin
                seg = 8'b11111100;
                ano = 4'b1011;
            end
            if (a == 0) begin
                seg = 8'b11111111;
                ano = 4'b0111;
            end
        end
        else begin
             if(sel == 0 && a == 0) begin
                case(x)
                    0:seg=8'b00000010;
                    1:seg=8'b10011110;
                    2:seg=8'b00100100;
                    3:seg=8'b00001100;
                    4:seg=8'b10011000;
                    5:seg=8'b01001000;
                    6:seg=8'b01000000;
                    7:seg=8'b00011110;
                    8:seg=8'b00000000;
                    9:seg=8'b00001000;
                endcase
             end
             else begin
                case(x)
                    0:seg=8'b00000011;
                    1:seg=8'b10011111;
                    2:seg=8'b00100101;
                    3:seg=8'b00001101;
                    4:seg=8'b10011001;
                    5:seg=8'b01001001;
                    6:seg=8'b01000001;
                    7:seg=8'b00011111;
                    8:seg=8'b00000001;
                    9:seg=8'b00001001;
                endcase
             end
                case(a)
                    1:ano=4'b0111;
                    0:ano=4'b1011;
                    3:ano=4'b1101;
                    2:ano=4'b1110;
                endcase
        end
    end
endmodule
==> design/flow/run.sh <==
#!/bin/bash
# OpenROAD 26Q1-2900-gdf79404cd8, Yosys 0.63+post, stock flow scripts
make -C /OpenROAD-flow-scripts/flow DESIGN_CONFIG=/design/flow/config.mk WORK_HOME=/design/flow/orfs finish
==> design/flow/config.mk <==
export PLATFORM = sky130hd
export DESIGN_NAME = sevSegDisplay
export DESIGN_NICKNAME = sevSegDisplay
export VERILOG_FILES = /design/flow/design.v
export SDC_FILE = /design/flow/constraint.sdc
export NUM_CORES = 4
export LEC_CHECK = 1
export CORE_AREA = 10 10 70 70
export DIE_AREA = 0 0 80 80
==> design/flow/constraint.sdc <==
current_design sevSegDisplay

set clk_period 1.7
set clk_io_pct 0.2

create_clock -name clk0 -period $clk_period

set non_clock_inputs [all_inputs -no_clocks]
set_input_delay [expr $clk_period * $clk_io_pct] -clock clk0 $non_clock_inputs
set_output_delay [expr $clk_period * $clk_io_pct] -clock clk0 [all_outputs]
==> results.env <==
FINAL_CELL_AREA_UM2=661.9
DRC=0
CRIT_PATH_MAX_INCR_DELAY_NS=0.46
GLOBALPLACE.CONGESTION=0.7535
YS_SH_AOI=0.1821
CORE.ROWCOUNT=21
CHIPHEIGHT_UM=80
YS.WARNINGS.COUNT=1
SYNTH.YOSYS.CHIP_AREA_UM2=391.6
WORST-SETUP-PATH-TYPE='in2out'
YS_SH_ADDER=0
REQUIRED_NS=1.36
TIMING.CRITICAL_PATH.FROM_TYPE='input pin'
NFILLCELLS=389
DP_HPWL_UM=847.5
OVERFLOW=0
ROUTED_WIRELENGTH_UM=936
UNCLOCKED_REGS=12
IO_PINS=22
MUXSHAREOFSYNTHAREA=0
TIMING.FMAX_MHz=599.6
NUMBER_OF_PORT_BUFFERS=22
FP_UTIL=0.1147
FINAL.PERIOD_UTILIZATION=0.9810
ORDERED_LIST_OF_CELLS_ON_THE_WORST_PATH='buf_4 -> nand2b_1 -> dlxtn_1 -> clkdlybuf4s50_1'
CP.BUFFERS_INVERTERS=2
SYN2LAYOUT_AREA_GROWTH_PCT=69.01
DRTANTENNAVIOLNETS=0
POSTCTSHOLDBUFS=0
FINAL_HOLD_VIOLATING_ENDPOINTS=0
ANTENNA_FOUND_INITIAL=0
CP_SLOWEST_CELL='sky130_fd_sc_hd__clkdlybuf4s50_1'
SYNTH.TOP_CELL.AREA_SHARE=0.4601
ITERATION_TALLY_OF_THE_FIRST_DETAILED_ROUTER_PASS=3
MAX_CAP_VIOL_COUNT=0
POWER.DENSITY_CELL_AREA_mW_PER_MM2=164.3
SYNTHXORXNORAREAFRAC=0.06709
FINALPOWER_uW=108.8
RUN_STATUS='completed'
TOOL_WARNINGS=33
DIE.SIZE.X_UM=80
CPLARGESTDELAYFAMILY='buffers and inverters'
ROUTE.VIAS.TOTAL=353
N_ANTENNA_CELL=0
COMB_AREA_LEADER='simple AND/OR/NAND/NOR gates'
SYNTHESIS.AREA_PER_INSTANCE_UM2=8.514
UNCONSTRAINED_ENDPOINTS=20
WIRE_LENGTH_OF_THE_FIRST_GLOBAL_ROUTING_PASS_UM=1462
NETLIST.TOP_CELL.BY_AREA='sky130_fd_sc_hd__dlxtn_1'
TIMING_MAX_TRANSITION_VIOLATIONS_FINAL=0
UNREPAIRED_SETUP_ENDPOINTS_AFTER_GLOBAL_ROUTING='true'
LAYOUT_TOP_CELL_EXCL_FILL_TAP='sky130_fd_sc_hd__clkdlybuf4s50_1'
DETAILED_PLACE.AREA_UM2=666.9
CTS_SETUP_BUFFERS=0
DR.FIRST_ITER.DRC_COUNT=36
YS_FF=12
TIMING.FINAL.CRIT_PERIOD_NS=1.668
GLOBALROUTETOTALUTIL=0.02644
VIAS_PER_CELL=3.096
CRIT_PATH_MAX_FANOUT=4
ARRIVAL_TIME_OF_THE_WORST_SETUP_PATH_NS=1.33
CORE_AREA_MM2=0.003416
IRDROPWORSTVDD_V=0.00002231
ENDPOINT_KIND='primary output'
MOST-COMMON-LAYOUT-CELLS='sky130_fd_sc_hd__clkdlybuf4s50_1, sky130_fd_sc_hd__dlxtn_1, sky130_fd_sc_hd__nand2b_1, sky130_fd_sc_hd__nand2_1, sky130_fd_sc_hd__conb_1'
YOSYS-TOP-CELLS-AREA='sky130_fd_sc_hd__dlxtn_1, sky130_fd_sc_hd__nand2b_1, sky130_fd_sc_hd__xor2_1'
GRT_START_MAX_NET_PINS=11
SYNTH_CELL_TYPE_COUNT=23
SYNTH_STAT.CELLS=46
DIE_AREA_MM2=0.006400
NUMBER_OF_INSTANCES_IN_THE_SYNTHESIZED_NETLIST=46
SYNTHESIS.AREA_UM2=391.6
STATIC-LEAKAGE-POWER_uW=0.0002765
SETUP_VIOL=0
FIRST_GLOBAL_VIAS=323
ROUTE.DETAILED.WL_PER_INST_UM=8.211
YOSYS.AREA_SHARE.SIMPLE=0.2460
FINAL_LAYOUT_SIZE_SUFFIX_GT1_FRAC=0.05882
==> power by group <==
| group | internal [µW] | leakage (µW) | switching, µW |
|---|---|---|---|
| clock network | 0 | 0 | 0 |
| registers | 24.1 | 0.0000981 | 1.62 |
| logic | 48.1 | 0.000178 | 35.0 |
==> synthesized netlist by cell type <==
library cell	number
sky130_fd_sc_hd__dlxtn_1	12
sky130_fd_sc_hd__nand2_1	4
sky130_fd_sc_hd__nand2b_1	4
sky130_fd_sc_hd__o21ai_0	3
sky130_fd_sc_hd__buf_2	2
sky130_fd_sc_hd__nor2_1	2
sky130_fd_sc_hd__or2b_1	2
sky130_fd_sc_hd__xor2_1	2
sky130_fd_sc_hd__a211oi_1	1
sky130_fd_sc_hd__a21boi_0	1
sky130_fd_sc_hd__a21o_1	1
sky130_fd_sc_hd__a221o_1	1
sky130_fd_sc_hd__a22oi_1	1
sky130_fd_sc_hd__clkbuf_1	1
sky130_fd_sc_hd__conb_1	1
sky130_fd_sc_hd__nand4b_1	1
sky130_fd_sc_hd__nor2b_1	1
sky130_fd_sc_hd__nor3_1	1
sky130_fd_sc_hd__o311ai_0	1
sky130_fd_sc_hd__o31ai_1	1
sky130_fd_sc_hd__or2_1	1
sky130_fd_sc_hd__or4_1	1
sky130_fd_sc_hd__xnor2_1	1
==> layout make-up <==
cell class / count / area (µm²) / area share
tap: 46 / 57.56 / 0.08696
multi-input combinational: 34 / 216.5 / 0.3270
sequential: 12 / 180.2 / 0.2722
timing repair buffer: 22 / 207.7 / 0.3138
==> layer usage <==
metal	GRT usage	part of all wire
met5	0	0
met4	0	0
met3	0.004545	0.12
met2	0.05136	0.49
met1	0.03073	0.39
==> through the flow <==
stage	worst slack (ns)	instances	util	setup TNS, ns
global placement	-0.6189	114	0.1952	-1.983
detailed placement	-0.6192	114	0.1952	-1.978
CTS	0.02674	114	0.1908	0
global route	-0.01130	114	0.1938	-0.01130
finish	0.03222	114	0.1938	0
floorplan	0.4516	49	-	0
==> worst max path at each step <==
stage / endpoint / from / slack [ns] / depth (start not counted)
global route: ano[0] / a[0] / -0.01 / 4
CTS: ano[0] / a[0] / 0.03 / 4
finish: ano[0] / a[0] / 0.03 / 4
==> repair_timing <==
action                                  CTS  global route
gates resized                            15             2
pin swaps                                 2             1
endpoints found under the setup margin    4             3
==> cell families after synthesis <==
kind of cell | count (synthesis)
AOI/OAI and AO/OA | 10
xor gates and xnor gates | 3
buffers and inverters | 3
latches | 12
other | 1
and+or+nand+nor | 17
==> state kept, by name (all words and copies together) (netlist names) <==
register / count
seg: 8
ano: 4
Power is estimated from default activity; no workload was simulated.
