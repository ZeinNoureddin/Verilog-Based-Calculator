==> design/flow/design.v <==
`timescale 1ns / 1ps
module clockDivider #(parameter n=50000000)(input clk, rst, output reg clk_out);
    reg [31:0] count;
    always @ (posedge clk, posedge rst) begin
        if (rst == 1'b1)  
            count <= 32'b0;
        else if (count == n-1)
            count <= 32'b0;
        else
            count <= count + 1;
    end
    always @ (posedge clk, posedge rst) begin
        if (rst)  
            clk_out <= 0;
        else if (count == n-1)
            clk_out <= ~ clk_out;
    end
endmodule
==> design/flow/run.sh <==
#!/bin/bash
# OpenROAD 26Q1-2900-gdf79404cd8, Yosys 0.63+post, stock flow scripts
make -C /OpenROAD-flow-scripts/flow DESIGN_CONFIG=/design/flow/config.mk WORK_HOME=/design/flow/orfs finish
==> design/flow/config.mk <==
export PLATFORM = sky130hd
export DESIGN_NAME = clockDivider
export DESIGN_NICKNAME = clockDivider
export VERILOG_FILES = /design/flow/design.v
export SDC_FILE = /design/flow/constraint.sdc
export NUM_CORES = 4
export LEC_CHECK = 1
export CORE_UTILIZATION = 40
==> design/flow/constraint.sdc <==
current_design clockDivider

set clk_period 4.6
set clk_io_pct 0.2

create_clock -name clk0 -period $clk_period [get_ports {clk}]

set non_clock_inputs [all_inputs -no_clocks]
set_input_delay [expr $clk_period * $clk_io_pct] -clock clk0 $non_clock_inputs
set_output_delay [expr $clk_period * $clk_io_pct] -clock clk0 [all_outputs]
==> flow_summary.html <==
<h2>Synthesis and place &amp; route</h2>
<table>
<tr><th>Metric</th><th>Value</th></tr>
<tr><th colspan="2">Clock network</th></tr>
<tr><td>Number of buffers added for setup after CTS</td><td>0</td></tr>
<tr><td># H-tree levels</td><td>2</td></tr>
<tr><td>CTS tree</td><td>yes</td></tr>
<tr><td>Number of sinks on the clock net</td><td>33</td></tr>
<tr><td>Total clock buffers created by CTS</td><td>5</td></tr>
<tr><td>Root buffer cell</td><td>sky130_fd_sc_hd__clkbuf_8</td></tr>
<tr><td>Clk slew on worst S/H paths</td><td>~0.070 ns</td></tr>
<tr><td>Clock Path Buffers</td><td>2</td></tr>
<tr><td>Cts hold-fix bufs</td><td>0</td></tr>
<tr><td>Clock latency of the later-clocked register in the worst-skew pair</td><td>between 0.2 and 0.3 ns</td></tr>
<tr><td>Post-CTS resize count</td><td>0</td></tr>
<tr><th colspan="2">STA</th></tr>
<tr><td>Final clock skew</td><td>slightly above 0.003 ns</td></tr>
<tr><td>Worst slew pin tran</td><td>about 0.67 ns</td></tr>
<tr><td>Shortest period the worst path allows</td><td>2.14 ns</td></tr>
<tr><td>Max Clk Rate</td><td>0.467 GHz</td></tr>
<tr><td>Ratio of final minimum period to clock period</td><td>0.465</td></tr>
<tr><td>Min Hold Slack</td><td>approximately 0.47 ns</td></tr>
<tr><td>Total Negative Setup Slacks</td><td>0 ns</td></tr>
<tr><td>Final critical-path setup slack</td><td>2.46 ns</td></tr>
<tr><td>Setup violations, final</td><td>0</td></tr>
<tr><td>Slew headroom</td><td>0.547</td></tr>
<tr><td>Final Hold Vio Count</td><td>0</td></tr>
<tr><td>Max-slew violation count</td><td>0</td></tr>
<tr><td>Unrepaired setup endpoints after global routing</td><td>no</td></tr>
<tr><th colspan="2">Detailed routing</th></tr>
<tr><td>Final routed wire length divided by cell count</td><td>between 10 and 15 um</td></tr>
<tr><td>Detailed-routing wirelength on met1</td><td>1500 um</td></tr>
<tr><td>Total antenna diodes in the routed design</td><td>0</td></tr>
<tr><td>Detailed Routing Iterations Pass 1</td><td>4</td></tr>
<tr><td>Top layer in use</td><td>met4</td></tr>
<tr><td>DRT iter0 DRCs</td><td>58</td></tr>
<tr><td>Drc violations</td><td>0</td></tr>
<tr><td>Residual antenna-violating net count after detailed routing</td><td>0</td></tr>
<tr><td>Vias per Instance</td><td>around 5.5</td></tr>
<tr><td>DR WL met2</td><td>between 1000 and 1500 um</td></tr>
<tr><td>Vias after detailed routing</td><td>about 1200</td></tr>
<tr><td>Routed wl met3</td><td>between 100 and 150 um</td></tr>
<tr><td>WL final</td><td>a little over 3000 um</td></tr>
<tr><th colspan="2">Synthesis</th></tr>
<tr><td>Unique masters post-synth</td><td>33</td></tr>
<tr><td>Cell taking the most area after synthesis</td><td>sky130_fd_sc_hd__dfrtp_1</td></tr>
<tr><td>Synth Warn #</td><td>1</td></tr>
<tr><td>Seq share, synth</td><td>0.487</td></tr>
<tr><td>Synth area leaders</td><td>sky130_fd_sc_hd__dfrtp_1 (49%), sky130_fd_sc_hd__xnor2_1 (7.2%), sky130_fd_sc_hd__xor2_1 (7.2%)</td></tr>
<tr><td>Gate count after technology mapping</td><td>around 160</td></tr>
<tr><td>Synthesis-stage register bit count</td><td>33</td></tr>
<tr><td>Average instance area after synthesis</td><td>10.4 um^2</td></tr>
<tr><td>Share of the synthesized area in the top cell type</td><td>0.487</td></tr>
<tr><td>Yosys-reported design area after synthesis</td><td>around 0.0017 mm^2</td></tr>
<tr><td>Yosys Instances</td><td>around 160</td></tr>
<tr><td>Netlist Area Pre-Place</td><td>~0.0017 mm^2</td></tr>
<tr><th colspan="2">Worst setup path</th></tr>
<tr><td>CP top delay family</td><td>simple AND/OR/NAND/NOR gates</td></tr>
<tr><td>Startpoint types</td><td>register</td></tr>
<tr><td>Element type at the critical path end</td><td>register</td></tr>
<tr><td>Slowest Stage Delay on Critical Path</td><td>around 0.53 ns</td></tr>
<tr><td>Critical path arrival</td><td>roughly 2.3 ns</td></tr>
<tr><td>Maximum fanout along the worst path</td><td>15</td></tr>
<tr><td>Max stage delay cell, worst path</td><td>sky130_fd_sc_hd__nor3_4</td></tr>
<tr><td>Count of cells along the worst register-to-register path</td><td>4</td></tr>
<tr><td>Critical Path, Cell by Cell</td><td>or4_1 &gt; or3_1 &gt; nor3_4 &gt; xor2_1</td></tr>
<tr><td>Reg2Reg Setup Slack</td><td>approximately 2.5 ns</td></tr>
<tr><td>WS Path Type</td><td>register to register</td></tr>
<tr><td>Reg-to-reg critical path startpoint</td><td>count[16]</td></tr>
<tr><td>FF-to-FF End</td><td>clk_out</td></tr>
<tr><td>Critical Path RT</td><td>between 4 and 5 ns</td></tr>
<tr><td>CP Buf/Inv Count</td><td>0</td></tr>
<tr><th colspan="2">GRT</th></tr>
<tr><td>Wire length of the first global-routing pass</td><td>5700 um</td></tr>
<tr><td>Global-route usage over all layers</td><td>0.172</td></tr>
<tr><td>Via count of the first global-routing pass</td><td>1244</td></tr>
<tr><td>Number of antenna violations at the first check in global routing</td><td>0</td></tr>
<tr><td>Total grt overflow</td><td>0</td></tr>
<tr><td>Maximum number of pins on one net before global-route repair</td><td>34</td></tr>
<tr><th colspan="2">Placement</th></tr>
<tr><td>Count of port buffers added during placement</td><td>2</td></tr>
<tr><td>Total placed instance area</td><td>between 0.0015 and 0.002 mm^2</td></tr>
<tr><td>Worst slack after detailed placement</td><td>2.45 ns</td></tr>
<tr><td>Placer's final routability congestion estimate</td><td>around 0.9</td></tr>
<tr><td>Detailed Place HPWL</td><td>roughly 2200 um</td></tr>
<tr><td>Number of cells in the design after placement</td><td>approximately 210</td></tr>
<tr><th colspan="2">Power</th></tr>
<tr><td>Power per Cell Area</td><td>roughly 290 mW/mm^2</td></tr>
<tr><td>Maximum vdd ir drop</td><td>between 200 and 250 uV</td></tr>
<tr><td>Pleak</td><td>0.823 nW</td></tr>
<tr><td>Power, Total</td><td>0.534 mW</td></tr>
<tr><th colspan="2">Cells and area</th></tr>
<tr><td>Layout filler cell count</td><td>about 370</td></tr>
<tr><td>Finished Core Util</td><td>0.463</td></tr>
<tr><td>Fraction of final layout cells sized beyond drive strength 1</td><td>0.118</td></tr>
<tr><td>Area grow syn2layout</td><td>9.96%</td></tr>
<tr><td>Finished Layout Cells</td><td>220</td></tr>
<tr><td>Final design area excluding fillers</td><td>between 0.0015 and 0.002 mm^2</td></tr>
<tr><th colspan="2">Die</th></tr>
<tr><td>Initial cell density of the core</td><td>0.421</td></tr>
<tr><td>Placeable core region</td><td>slightly above 0.004 mm^2</td></tr>
<tr><td>Top-level I/O count</td><td>3</td></tr>
<tr><td>Die Area</td><td>about 0.0045 mm^2</td></tr>
<tr><td>Number of core rows</td><td>23</td></tr>
<tr><td>Floorplan die width</td><td>67.1 um</td></tr>
<tr><td>Die Ht</td><td>between 60 and 70 um</td></tr>
<tr><th colspan="2">Outcome</th></tr>
<tr><td>Result of the run</td><td>completed</td></tr>
<tr><th colspan="2">Flow run</th></tr>
<tr><td>Number of OpenROAD warnings</td><td>25</td></tr>
<tr><td>MaxCap Viol Count</td><td>0</td></tr>
<tr><th colspan="2">Worst hold path</th></tr>
<tr><td>Beginning of the worst hold path</td><td>count[0]</td></tr>
<tr><td>Hold Crit Endpoint</td><td>count[0]</td></tr>
<tr><td>Worst Hold Depth</td><td>1</td></tr>
<tr><td>Class of the worst hold path</td><td>register to register</td></tr>
</table>
==> cell type report <==
class,count,area [um^2],share of cell area
Timing Repair Buffer,3,27.5,0.0148
Inverter,3,11.3,0.00604
Sequential cell,33,826,0.443
Clock buffer,7,96.3,0.0517
Clock inverter,1,5.00,0.00268
Tap cell,50,62.6,0.0336
Multi-Input combinational cell,123,836,0.448
==> metal layers <==
layer / vias up / track usage
met5: - / 0
met4: 0 / 0.0213
met3: 5 / 0.0330
met2: 21 / 0.270
met1: 597 / 0.266
li1: 590 / -
==> power breakdown <==
group          leakage [nW]  switching, mW  internal (mW)
logic                 0.317        0.00535        0.00136
clock network        0.0542          0.102          0.135
registers             0.451              0          0.290
==> synth_stat cells, drive strengths merged <==
master / n
or2: 1
o21ai: 2
nor4b: 1
nand3: 18
xor2: 14
and3: 3
clkbuf: 2
nor2: 17
ha: 1
a31o: 1
or3: 3
buf: 2
inv: 3
nand2b: 1
a311o: 1
nor3: 8
or4: 4
nor2b: 1
and4: 2
dfrtp: 33
xnor2: 14
nand4: 11
nand2: 12
nor4: 7
a21oi: 1
==> cell families (layout without fill, tap and decap cells) <==
| kind of cell | after synthesis | count (layout) | share of synthesized area |
|---|---|---|---|
| AOI/OAI and AO/OA | 5 | 5 | 0.0199 |
| xor gates and xnor gates | 28 | 28 | 0.145 |
| adders and majority gates | 1 | 1 | 0.00738 |
| buffers and inverters | 7 | 14 | 0.0199 |
| DFF | 33 | 33 | 0.487 |
| and+or+nand+nor | 89 | 89 | 0.321 |
==> worst max path at each step <==
stage / cells after the start / startpoint / end
CTS: 4 / count[10] / clk_out
global route: 4 / count[10] / clk_out
finish: 4 / count[16] / clk_out
==> layout by cell type, fill, tap and decap left out, drive strengths merged <==
| cell type | count |
|---|---|
| a21oi | 1 |
| a311o | 1 |
| a31o | 1 |
| and3 | 3 |
| and4 | 2 |
| buf | 1 |
| clkbuf | 7 |
| clkdlybuf4s50 | 2 |
| clkinv | 1 |
| dfrtp | 33 |
| ha | 1 |
| inv | 3 |
| nand2 | 12 |
| nand2b | 1 |
| nand3 | 18 |
| nand4 | 11 |
| nor2 | 17 |
| nor2b | 1 |
| nor3 | 8 |
| nor4 | 7 |
| nor4b | 1 |
| o21ai | 2 |
| or2 | 1 |
| or3 | 3 |
| or4 | 4 |
| xnor2 | 14 |
| xor2 | 14 |
==> flip-flops by register name (all words and copies together) (netlist names) <==
register and cells:
count 32, clk_out 1
Power is estimated from default activity; no workload was simulated.
